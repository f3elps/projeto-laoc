--- design/flow/run.sh ---
#!/bin/bash
# OpenROAD 26Q1-2900-gdf79404cd8, Yosys 0.63+post, stock flow scripts
make -C /OpenROAD-flow-scripts/flow DESIGN_CONFIG=/design/flow/config.mk WORK_HOME=/design/flow/orfs finish
--- design/flow/design.v ---
module bancoReg (
    input wire clk,
    input wire reset,
    input wire EscReg,          
    input wire [1:0] read_addr1,  
    input wire [1:0] read_addr2,  
    input wire [1:0] write_addr,  
    input wire [7:0] write_data,  
    output reg [7:0] read_data1,  
    output reg [7:0] read_data2   
);
    reg [7:0] registers[0:3];
    integer i;
    always @(posedge clk or posedge reset) begin
        if (reset) begin
            for (i = 0; i < 4; i = i + 1) begin
                registers[i] <= 8'h00;
            end
        end else if (EscReg) begin
            registers[write_addr] <= write_data;
        end
    end
    always @(negedge clk) begin
        read_data1 <= registers[read_addr1];
        read_data2 <= registers[read_addr2];
    end
endmodule
--- design/flow/constraint.sdc ---
current_design bancoReg

set clk_period 1.9
set clk_io_pct 0.2

create_clock -name clk0 -period $clk_period [get_ports {clk}]

set non_clock_inputs [all_inputs -no_clocks]
set_input_delay [expr $clk_period * $clk_io_pct] -clock clk0 $non_clock_inputs
set_output_delay [expr $clk_period * $clk_io_pct] -clock clk0 [all_outputs]
--- design/flow/config.mk ---
export PLATFORM = sky130hd
export DESIGN_NAME = bancoReg
export DESIGN_NICKNAME = bancoReg
export VERILOG_FILES = /design/flow/design.v
export SDC_FILE = /design/flow/constraint.sdc
export NUM_CORES = 4
export LEC_CHECK = 1
export CORE_UTILIZATION = 40
==> reports/qor.txt <==
Avg Inst Size Synth: 18.12 µm²
most instantiated logic cells after routing: mux2_2, dfrtp_1, buf_2, inv_1, mux4_2
FF-to-FF Start: registers[3][7]$_DFFE_PP0P_
Adder Area Share: 0
Synth Seq Share: 0.5837
clock skew: 57.70 ps
DP Area: 0.002364 mm²
CP Class: flip-flop to primary output
antenna violations before repair: 0
CP peak stage delay: 300 ps
yosys warns: 2
Post-Route WL: 3.404 mm
tool warnings: 44
crit path max fanout: 1
DRT iter0 DRCs: 115
Final WS setup: -176.7 ps
n_diodes: 0
Post-Syn Instances: 106
Initial Util: 0.4293
first-pass GRT wire length: 5.940 mm
largest net degree at the start of global routing: 33
unrepaired setup endpoints after global routing: true
XORs/XNORs by Area: 0
Post-DP HPWL: 2.439 mm
post-cts hold buffer count: 0
Yosys Instances: 106
Yosys top cell area share: 0.4169
Compound-Gate Fraction of Synth Area: 0
ratio of cells with drive above 1 in the final layout: 0.5280
hold slack: 457.1 ps
delay-heaviest family, CP: flip-flops
peak supply drop: 0.4396 mV
Design Area, Final: 0.002400 mm²
GPL Wtd Cong: 0.8116
Residual DRC: 0
CP Launch Type: flip-flop
Yosys Chip Area: 0.001921 mm²
Cell area leaders: dfrtp_1, mux2_2, mux4_2, dfxtp_1, nand3b_2
Area Growth Syn to Fin: 24.95%
count of pins over their slew limit: 0
max-cap viol count: 0
worst-skew pair later-pin latency: 350 ps
Chip Area: 0.005082 mm²
H-Tree Depth: 2
overall routing resource usage: 0.1648
post-CTS resize count: 61
clock-pin slew on the worst setup and hold paths: 80 ps
simple share: 0.02671
postcts setup bufs: 0
placed cells: 193
worst r2r path cells: 1
Clock Sink Count: 48
biggest area consumer among synthesized cells: dfrtp_1
global-route congestion overflow total: 0
drt pass-1 iters: 20
row cnt: 24
Post-Layout Cell Count: 213
synth unique cells: 9
Worst Path Buf+Inv: 1
CORE AREA: 0.004474 mm²
flops & latches, synth: 48
Hold Path Class: primary input to async pin
number of global-route vias before repair: 1142
Die Ht: 71.29 µm
power density cells: 1008 mW/mm²
status: finished, violations left
FF-to-FF End: read_data2[7]$_DFF_N_
worst slew pin tran: 397.4 ps
critical path capture point type: primary output
Post-Syn Area: 0.001921 mm²
# IOs: 33
Crit-path slowest cell: dfxtp_2
remaining antenna violation count after routing: 0
Final Hold Fails: 0
slew margin rel.: 0.7351
CTS tree: built
comb area leader: multiplexers
Worst EP arrival: 1700 ps
detailed-route via count: 1107
CTS max path bufs: 2
cts bufs inserted: 5
clock root cell: clkbuf_8
CP startpoint: read_data2[4]$_DFF_N_
failing checks: setup timing
drt wl/cell: 15.98 µm
Post-synth mux share: 0.3752
I/O Buffers: 32
Leakage: 1.071 nW
critical-path cell list: buf_2
final setup violation count: 17
Die Width: 71.29 µm
reg-to-reg setup timing slack: 0 ps
Critical Path RT: 1520 ps
Vias/cell: 5.197
## layout make-up
cell class,count,area [µm²]
Tap cell,52,65.06
Clock inverter,16,60.06
Fill cell,375,2074
Clock buffer,5,68.82
Inverter,1,3.754
Timing Repair Buffer,39,305.3
Sequential cell,48,1125
Multi-Input combinational cell,52,772.0
## through the flow
stage,util,setup TNS (ps),setup slack (ps),power [W]
5_1_grt,0.5364,-3394,-226.2,0.002603
6_report,0.5364,-2549,-176.7,0.002420
3_5_place_dp,0.5282,-13990,-722.5,0.001931
3_3_place_gp,0.5282,-13990,-721.0,0.001912
2_1_floorplan,-,-2236,-141.0,0.001656
4_1_cts,0.5364,-2795,-194.5,0.002465
## state kept, by name, indices dropped and copies added (netlist names)
register / cells
read_data1: 8
read_data2: 8
registers: 32
## cells in the mapped netlist (all sizes together)
| library cell | instances |
|---|---|
| buf | 4 |
| mux4 | 16 |
| dfrtp | 32 |
| dfxtp | 16 |
| inv | 2 |
| nor3b | 1 |
| mux2 | 32 |
| nand3b | 2 |
| nand3 | 1 |
## worst max-delay path by stage
stage | cells after the start | endpoint | slack [ps]
4_1_cts | 1 | read_data1[4] | -190
5_1_grt | 1 | read_data2[4] | -230
6_report | 1 | read_data2[4] | -180
## cells by family after synthesis
| logic type | after synthesis |
|---|---|
| muxes | 48 |
| and+or+nand+nor | 4 |
| DFF | 48 |
| buffers and inverters | 6 |
## routing by layer
| layer | wire length, µm | GRT usage | part of all wire |
|---|---|---|---|
| met5 | 0 | 0 | 0 |
| met3 | 159 | 0.04850 | 0.047 |
| met2 | 1790 | 0.2624 | 0.53 |
| met4 | 21 | 0.01556 | 0.0062 |
| met1 | 1432 | 0.2533 | 0.42 |
## power by group
part	leakage, nW	internal [W]	total (W)	switching (W)
Sequential	0.514	0.00124	0.00134	0.000101
Clock	0.121	0.000282	0.000653	0.000371
Combinational	0.436	0.000313	0.000428	0.000115
No activity file was given, so power comes from the tool's default toggle rates.
