## design/flow/run.sh

```bash
#!/bin/bash
# OpenROAD 26Q1-2900-gdf79404cd8, Yosys 0.63+post, stock flow scripts
make -C /OpenROAD-flow-scripts/flow DESIGN_CONFIG=/design/flow/config.mk WORK_HOME=/design/flow/orfs finish
```

## design/flow/config.mk

```make
export PLATFORM = sky130hd
export DESIGN_NAME = ULA
export DESIGN_NICKNAME = ULA
export VERILOG_FILES = /design/flow/design.v
export SDC_FILE = /design/flow/constraint.sdc
export NUM_CORES = 4
export LEC_CHECK = 1
export CORE_AREA = 10 10 70 70
export DIE_AREA = 0 0 80 80
```

## design/flow/constraint.sdc

```tcl
current_design ULA

set clk_period 4.5
set clk_io_pct 0.2

create_clock -name clk0 -period $clk_period

set non_clock_inputs [all_inputs -no_clocks]
set_input_delay [expr $clk_period * $clk_io_pct] -clock clk0 $non_clock_inputs
set_output_delay [expr $clk_period * $clk_io_pct] -clock clk0 [all_outputs]
```

## design/flow/design.v

```verilog
module Controle (
    input wire [2:0] opcode,           
    input wire [1:0] BitVerificacao,   
    input wire clock,
    output reg STOP,
    output reg EscPC,
    output reg EscReg,
    output reg EscMEM,
    output reg LerMEM,
    output reg Ji,
    output reg Beqz,
    output reg [1:0] ULAOp,
    output reg [1:0] ULAFonte,
    output reg EndFonte_MEM,
    output reg FonteEscReg,
    output reg RegFonte
);
    always @(posedge clock) begin
        STOP = 0;
        EscPC = 1;
        EscReg = 0;
        EscMEM = 0;
        LerMEM = 0;
        Ji = 0;
        Beqz = 0;
        ULAOp = 2'b00;
        ULAFonte = 2'b10;
        EndFonte_MEM = 0;
        FonteEscReg = 0;
        RegFonte = 0;
        case (opcode)
            3'b000: begin  
                ULAOp = 2'b00;
                ULAFonte = 2'b10;  
                EscReg = 1;
                FonteEscReg=0;
            end
            3'b001: begin  
                ULAOp = 2'b00;
                ULAFonte = 2'b01;  
                EscReg = 1;
            end
            3'b010: begin  
                LerMEM = 1;
                RegFonte = 1;  
                EscReg = 1;
                ULAFonte = 2'b00;  
                EndFonte_MEM = 1;  
            end
            3'b011: begin  
                EscMEM = 1;
                ULAFonte = 2'b00;  
                EndFonte_MEM = 1;
            end
            3'b100: begin  
                Ji = 0;
                Beqz = 1;
                ULAFonte = 2'b01;  
                ULAOp = 2'b01;      
            end
            3'b101: begin  
                Ji = 1;
                EscPC = 1;
            end
            3'b110: begin  
                ULAOp = 2'b00;
                ULAFonte = 2'b00;  
                EscReg = 1;
                FonteEscReg = 1;   
            end
            3'b111: begin  
                STOP = 1;
            end
            default: begin
            end
        endcase
        if (STOP) begin
            EscPC = 0;
            EscReg = 0;
            EscMEM = 0;
        end
    end
endmodule
module ULA (
    input wire [7:0] entrada1,
    input wire [7:0] entrada2,
    input wire [1:0] ULAop,
    output reg Zero,
    output reg [7:0] Resultado
);
    always @(*) begin
        case (ULAop)
            2'b00: Resultado = entrada1 + entrada2;          
            2'b01: Resultado = (entrada1 == entrada2) ? 8'b00000000 : 8'b00000001;  
            2'b10: Resultado = entrada1 & entrada2;          
            default: Resultado = 8'b00000000;
        endcase
        Zero = (Resultado == 8'b00000000) ? 1 : 0;
    end
endmodule
```

==> results.txt <==
run results: status finished, final reports clean, post-synthesis cell count 73, dpl cell area 869.6 µm², Max-area cell share 18.74%, cells in synth_stat.txt 73, pins over their slew limit 0, CP Cell Sequence clkdlybuf4s50_1, ha_1, fa_1, a21o_2, a2111oi_0, a221o_1, buf_4, clkdlybuf4s50_1, Crit Path Max Fanout 2, Avg Vias per Cell 4.463, Starting Density 15.64%, tool warnings 32, top cell type by total area after synthesis ha_1, FF/Latch Area 0 µm², fraction of layout cells with a size suffix above 1 12.87%, design area 883.3 µm², Core Area 3416 µm², mean area per synthesized cell 7.319 µm², relative slew slack 72.89%, dpl cells 146, Layout Cells excl Fill 147, first-pass GRT wire length 3194 µm, vias in the first global route 652, IO Pins 27, Tightest Pin Transition 0.3963 ns, fin crit share 94.11%, CTS Hold Buffers Added 0, initial antenna violation count 0, # DRC 0, Synth Seq Share 0%, die area 6400 µm², top post-synthesis cells by count nor2_1, ha_1, a21oi_1, Worst Hold Class primary input to output pin, most frequent CP cell clkdlybuf4s50_1, die x size 80 µm, CP Capture Type output pin, Crit path depth 8, TNS Setup 0 ns, Max Cap Viol 0, Setup CP Type primary input to output pin, Crit path required time 3.60 ns, gr ovfl total 0, DRT iter0 DRCs 25, Critical Path AT 3.33 ns, Synth cell types 35, DR pass1 iterations 4, row cnt 21, gr usage total 5.899%, sum of buffers and inverters on the critical path 3, Flops 0, Worst setup SP type primary input, Fmax achieved 0.2361 GHz, detailed placer's ending HPWL 1605 µm, count leader, synth nor2_1, Clock Buffer Count 0, critical path endpoint Resultado[4], average routed wire per standard cell 12.37 µm, Die Ht 80 µm, pin count of the biggest net entering global routing 13, Via Count 656, min cycle time layout 4.235 ns, CP max stage cell clkdlybuf4s50_1, number of port buffers 27, synthesized area 534.3 µm², # setup viols final 0, CP max stage delay 0.45 ns, Worst path top cell family by delay buffers and inverters, RSZ-0062 raised after global routing no, global placer's final weighted congestion 0.8892, final hold violation count 0, YS chip area 534.3 µm², Antenna diodes 0, LEAKAGE 0.3594 nW, PwrDens 108.5 nW/µm², crit path from entrada1[0], Routed Wire Length 1818 µm, Synth-to-Final Area Change 65.34%, Max IR drop VDD 0.00003887 V, Ys Warns 1, antenna-violating nets left 0, Top area cell types ha_1, nor2_1, a21oi_1
layout by cell type (no fill, tap or decap), types with 2 or more instances in the layout:
master           Yosys  layout
ha_1                 8       8
clkdlybuf4s50_1      0      26
nor3_1               2       2
inv_1                4       4
a2111oi_0            2       2
nand3_1              2       2
a211oi_1             2       2
nor4_1               2       2
nor2_1               9       9
a21oi_1              6       6
nand2_1              4       4
o21ai_0              2       2
nor3b_1              3       3
buf_4                0       4
mux2i_1              3       2
layer usage:
| layer | vias up | GRT usage [%] | part of all wire [%] |
|---|---|---|---|
| li1 | 334 | - | - |
| met1 | 294 | 8.151 | 45 |
| met2 | 28 | 9.872 | 48 |
| met3 | 0 | 1.023 | 7.2 |
| met4 | 0 | 0 | 0 |
| met5 | - | 0 | 0 |
through the flow:
| stage | worst slack (ns) | total power, mW | utilization, % | hold slack, ns |
|---|---|---|---|---|
| 2_1_floorplan | 1.120 | 0.05027 | - | 1.900 |
| 3_3_place_gp | 0.1442 | 0.09436 | 25.46 | 2.988 |
| 3_5_place_dp | 0.1208 | 0.09502 | 25.46 | 2.995 |
| 4_1_cts | 0.1141 | 0.09577 | 25.46 | 2.998 |
| 5_1_grt | 0.1149 | 0.1084 | 25.86 | 2.863 |
| 6_report | 0.2652 | 0.09589 | 25.86 | 2.789 |
worst min path at each step:
| stage | start | end | slack (ns) | cells past startpoint |
|---|---|---|---|---|
| after CTS | ULAop[0] | Resultado[2] | 3.00 | 3 |
| after global routing | entrada2[0] | Zero | 2.86 | 6 |
| final | entrada2[0] | Zero | 2.79 | 6 |
cells by family after synthesis:
| kind of cell | Yosys count | synth area share [%] |
|---|---|---|
| buf+inv | 7 | 5.619 |
| xor+xnor | 1 | 1.640 |
| simple gates | 31 | 34.19 |
| fa+ha+maj | 9 | 22.48 |
| compound gates | 22 | 30.45 |
| mux | 3 | 5.621 |
layout make-up:
class                      instances  area [µm²]
fill                             386        2532
inverter                           4       15.01
multi-input combinational         66       508.0
tap                               46       57.56
timing repair buffer              31       302.8
worst min-delay path, delay by kind of cell:
kind                       cells  cell delay, ns
and+or+nand+nor                1            0.06
adders and majority gates      1            0.12
AOI/OAI and AO/OA              2            0.24
buffers and inverters          2            0.57
power by group:
part,internal [mW],switching [mW]
Sequential,0,0
Combinational,0.0560,0.0399
Clock,0,0
what timing repair did:
action / in CTS / in global routing
resized: 0 / 2
buffers inserted: 0 / 1
endpoints found under the setup margin: 0 / 1
No activity file was given, so power comes from the tool's default toggle rates.
